<file path="design.v">
module flopr(input logic clk,
				 input logic reset,
				 input logic [5:0] d,
				 output logic [5:0] q);
	always_ff @(posedge clk)
		if(reset) q <= 6'b0;
		else q <= d;
endmodule
module lab2_10(input logic clk,
               input logic reset,
               input logic left, right,
               output logic la, lb, lc, ra, rb, rc);
	logic [5:0] state, nextstate;
	logic notstate0, notstate1, notstate2, notstate3, notstate4, notstate5, notleft, notright;
	flopr flop(clk, reset, nextstate, state);
	not n0(notstate0, state[0]);
	not n1(notstate1, state[1]);
	not n2(notstate2, state[2]);
	not n3(notstate3, state[3]);
	not n4(notstate4, state[4]);
	not n5(notstate5, state[5]);
	not nl(notleft, left);
	not nr(notright, right);
	and and1(nextstate[0], notstate5, notstate4, notstate3, notstate2, notstate1, notstate0, left, notright);
	and and2(nextstate[3], notstate5, notstate4, notstate3, notstate2, notstate1, notstate0, notleft, right);
	assign nextstate[1] = state[0];
	assign nextstate[2] = state[1];
	assign nextstate[4] = state[3];
	assign nextstate[5] = state[4];
	assign lc = state[0];  
	assign lb = state[1];  
	assign la = state[2];  
	assign rc = state[3];  
	assign rb = state[4];  
	assign ra = state[5];  
endmodule 
</file>
<file path="constraint.sdc">
current_design lab2_10

set clk_period 1.7
set clk_io_pct 0.2

create_clock -name clk0 -period $clk_period [get_ports {clk}]

set non_clock_inputs [all_inputs -no_clocks]
set_input_delay [expr $clk_period * $clk_io_pct] -clock clk0 $non_clock_inputs
set_output_delay [expr $clk_period * $clk_io_pct] -clock clk0 [all_outputs]
</file>
<file path="config.mk">
export PLATFORM = sky130hd
export DESIGN_NAME = lab2_10
export DESIGN_NICKNAME = lab2_10
export VERILOG_FILES = /design/flow/design.v
export SDC_FILE = /design/flow/constraint.sdc
export NUM_CORES = 4
export LEC_CHECK = 1
export CORE_AREA = 10 10 70 70
export DIE_AREA = 0 0 80 80
</file>
<file path="run.sh">
#!/bin/bash
# OpenROAD 26Q1-2900-gdf79404cd8, Yosys 0.63+post, stock flow scripts
make -C /OpenROAD-flow-scripts/flow DESIGN_CONFIG=/design/flow/config.mk WORK_HOME=/design/flow/orfs finish
</file>
==> deck_impl_summary.md <==
Implementation Results

Drt
  • Post-route ant nets: 0
  • DR iter-0 viols: 2
  • 1st-pass router iterations: 2
  • WL/cell: 8.11 um
  • Drt total wl: 600 um
  • Avg Vias per Cell: about 2.2
  • DRC Markers: 0
  • Via total after detailed routing: between 150 and 200
  • Antenna fix cells: 0

Yosys
  • Main area contributors: dfxtp_1, and2b_2, nor4b_2, or4_4, nor4_1
  • Mapped Avg Cell Area: between 10 and 15 um2
  • Yosys stat cell total: 15
  • Yosys stat area: just under 200 um2
  • Area share, top type: 0.608
  • Ys flops: 6
  • Synth warn: 1
  • Cell type with the largest total area: dfxtp_1
  • Post-Syn Instances: 15
  • Synth Seq Share: 0.608
  • Cell area after synthesis: a little under 200 um2
  • Unique cell types: 7

Floorplanning
  • Fp_density: 0.0579
  • Cell row count: 21
  • Die height: ~80 um
  • I/O pin total: 10
  • Die width: about 80 um
  • DIE AREA: around 6400 um2
  • Core area: 3420 um2

Clock tree
  • Clock sinks: 6
  • Clock transition at path regs: approximately 50 ps
  • Clock Path Buffers: 2
  • Total CTS buffers: 3
  • CTS root buf: clkbuf_4
  • CTS tree: done
  • Htree depth: 1
  • Number of setup buffers added after CTS: 0
  • Post-CTS Hold Buffers: 0
  • Clk latency late pin: 250 ps
  • Post-CTS Resized: 0

Critical path
  • Crit Reg-Reg Startpoint: flop.q[4]
  • R2R Setup Slk: between 500 and 600 ps
  • Crit path cell chain: clkdlybuf4s50_1
  • Slowest cell on crit path: clkdlybuf4s50_1
  • Worst R2R Path Depth: 2
  • RR Endpoint: flop.q[0]
  • Worst EP arrival: roughly 1100 ps
  • Crit path max-delay family: buffers and inverters
  • CP Capture Type: primary output
  • CP required: 1360 ps
  • WS Path Type: register to primary output
  • Crit Path Max Fanout: 3
  • Worst path buffer plus inverter count: 1
  • CP startpoint kind: register
  • CP peak stage delay: 510 ps

Timing
  • Relative slew slack: 0.866
  • Max frequency: 694 MHz
  • Worst-Margin Slew: 200 ps
  • Worst hold margin: about 490 ps
  • Worst clock skew: just under 0.8 ps
  • Pins Over Slew Limit: 0
  • Final setup TNS: 0 ps
  • RSZ-0062 raised after global routing: no
  • Final period utilization: 0.848
  • Final Hold Vio Count: 0
  • Final min period: ~1400 ps
  • Final WS setup: roughly 260 ps
  • Final Setup Violations: 0

Run status
  • Status: finished, final reports clean

Placement
  • Port Buffers: 9
  • Placed cells: between 70 and 80
  • Dpl ws: roughly 37 ps
  • HPWL after detailed placement: roughly 480 um
  • Global placer's final weighted congestion: slightly below 0.7

Layout
  • Largest regs: flop.q (6)
  • Cell Count, Final, Fillers Out: ~74
  • Largest register FFs: 6
  • Largest Register: flop.q
  • Ratio of cells with drive above 1 in the final layout: 0.357
  • Syn-to-layout area delta: 89.9%

GRT
  • Pin count of the biggest net entering global routing: 5
  • Via count of the first global-routing pass: ~190
  • Antenna violations before repair: 0
  • Global-route wire length before repair: ~960 um
  • Total track usage: 0.0204
  • Global route total overflow: 0

Power
  • Peak supply drop: ~0.3 mV
  • PD cells: 840 nW/um2
  • Pwr Total: roughly 0.32 mW
  • Pleak: 0.141 nW

Worst hold path
  • Hold endpoint: flop.q[1]
  • Hold Path Origin: flop.q[0]
  • Hold Path Class: register to register
  • Min-Delay Path Depth: 1

Run
  • Max_cap viols: 0
  • OpenROAD warning count: 25
## cells in the mapped netlist, drive strengths merged
cell type	count
or4	1
nor4	1
and2b	4
inv	1
or3	1
dfxtp	6
nor4b	1
## power breakdown
part	leakage (nW)	switching [mW]	internal (mW)	total (mW)
logic	0.0787	0.00840	0.0218	0.0302
registers	0.0487	0.00278	0.145	0.148
clock network	0.0138	0.0566	0.0802	0.137
total	0.141	0.0677	0.247	0.315
## placed cells by master, fill, tap and decap left out
cell type and instances:
and2b_2 4, buf_4 1, or3_1 1, nor4b_2 1, inv_1 1, clkbuf_4 3, clkdlybuf4s50_1 9, nor4_1 1
or4_4 1, dfxtp_1 6
## per-layer routing
layer  vias to the layer above  track usage  part of all wire
li1                         77            -                 -
met1                        71       0.0327              0.65
met2                        12       0.0177              0.23
met3                         2       0.0148              0.11
met4                         0      0.00704             0.013
met5                         -            0                 0
## worst max path at each step
stage / slack (ps) / cells past startpoint / to / start
4_1_cts: 250 / 1 / lb / flop.q[1]
5_1_grt: 200 / 1 / lb / flop.q[1]
6_report: 260 / 1 / lb / flop.q[1]
## final cells by class
cell class	count	area, um2
Multi-Input combinational cell	8	73.8
Timing Repair Buffer	10	97.6
Clock buffer	3	22.5
Sequential cell	6	120
Fill cell	407	3040
Tap cell	46	57.6
Inverter	1	3.75
## cells by family (layout without fill, tap and decap cells)
family	count (synthesis)	in the layout	synth area share
flip-flops	6	6	0.608
buffers and inverters	1	14	0.0190
AND/OR/NAND/NOR	8	8	0.373
## metrics by stage
stage / util / instance area, um2
detailed placement: 0.103 / 353
global route: 0.110 / 375
global placement: 0.103 / 353
CTS: 0.110 / 375
finish: 0.110 / 375
floorplan: - / 198
No activity file was given, so power comes from the tool's default toggle rates.
