### flow/constraint.sdc
current_design game

set clk_period 1.1
set clk_io_pct 0.2

create_clock -name clk0 -period $clk_period [get_ports {clk}]

set non_clock_inputs [all_inputs -no_clocks]
set_input_delay [expr $clk_period * $clk_io_pct] -clock clk0 $non_clock_inputs
set_output_delay [expr $clk_period * $clk_io_pct] -clock clk0 [all_outputs]
### flow/config.mk
export PLATFORM = sky130hd
export DESIGN_NAME = game
export DESIGN_NICKNAME = game
export VERILOG_FILES = /design/flow/design.v
export SDC_FILE = /design/flow/constraint.sdc
export NUM_CORES = 4
export LEC_CHECK = 1
export CORE_AREA = 10 10 73 73
export DIE_AREA = 0 0 83 83
### flow/design.v
module game(input  logic clk, reset,
            input  logic N, S, E, W,
            output logic Win, Die);
logic sword_in, sword_out;
room room_state(clk, reset, N, S, E, W, sword_in, sword_out, Win, Die);
sword sword_state(clk, reset, sword_out, sword_in);
endmodule
module room(input logic clk, reset,
				input logic N, S, E, W, sword_in,
			   output logic sword_out, Win, Die);
	typedef enum logic [3:0] {CC, WT, DE, SR, SC, DL, VV, DC} statetype;
	statetype state, nextstate;
	always @(posedge clk, posedge reset)
		begin
			if (reset) state <= CC;
			else       state <= nextstate;
		end
	always_comb
		case (state)
			CC:	if (E) 		  nextstate = WT;
					else			  nextstate = CC;
			WT:	if (S) 		  nextstate = SR;
					else if (E)   nextstate = DE;
					else if (W)   nextstate = CC;
					else			  nextstate = WT;
			DE:	if (S) 		  nextstate = DL;
					else if (W)   nextstate = WT;
					else 			  nextstate = DE;
			SR:	if (N)		  nextstate = WT;
					else if (W)   nextstate = SC;
					else if (E)	  nextstate = DL;
					else 		  	  nextstate = SR;
			SC:	if (E)   	  nextstate = SR;
					else 			  nextstate = SC;
			DL:	if (sword_in) nextstate = VV;
					else			  nextstate = DC;
			VV:					  nextstate = VV;
			DC:					  nextstate = DC;
			default: 			  nextstate = CC;
		endcase
	assign Win = (state == VV);
	assign Die = (state == DC);
	assign sword_out = (state == SC);
endmodule 
module sword(input logic clk, reset,
		input logic sword_in,
		output logic sword_out);
	logic state, nextstate;
	always @(posedge clk, posedge reset)
		begin
			if (reset) 	state <= 0;
			else			state <= nextstate;
		end
   always_comb
		case (state)
			0: if (sword_in) nextstate = 1;
				else 			  nextstate = 0;
			1: 				  nextstate = 1;
		endcase
	assign sword_out = (state == 1);
endmodule
### flow/run.sh
#!/bin/bash
# OpenROAD 26Q1-2900-gdf79404cd8, Yosys 0.63+post, stock flow scripts
make -C /OpenROAD-flow-scripts/flow DESIGN_CONFIG=/design/flow/config.mk WORK_HOME=/design/flow/orfs finish
==> impl_metrics.env <==
# flow metrics
export IMPL_critical_path_required_ns=1.27
export IMPL_yosysChipArea_um2=365.4
export IMPL_setup_tns_ns=0
export IMPL_grt_max_degree=10
export IMPL_cts_max_level=1
export IMPL_drt_wl_total_um=806
export IMPL_count_of_tritonroute_iterations_in_the_first_routing_pass=2
export IMPL_antenna_violations_before_repair=0
export IMPL_synth_top_flop_cell="dfrtp_1"
export IMPL_worst_setup_hold_path_clk_slew_ns=0.04
export IMPL_clock_tree_buf_depth=2
export IMPL_first_global_vias=320
export IMPL_chipArea_mm2=0.006889
export IMPL_boundaryPins=8
export IMPL_area_leaders="dfrtp_1 55%, dfstp_2 7.2%, nand3b_1 6.2%"
export IMPL_top_cell_area_share=0.5479
export IMPL_num_antenna_cells=0
export IMPL_route_detailed_vias_per_inst=3.137
export IMPL_cts_hold_buffers_added=0
export IMPL_timing_final_max_slew_violations=0
export IMPL_setup_ws_ns=0.005887
export IMPL_fin_crit_sh=0.9946
export IMPL_min_path_type="input pin to async pin"
export IMPL_synthTopCellsByCount="8 x dfrtp_1, 4 x inv_1, 3 x nand3b_1"
export IMPL_total_gr_overflow=0
export IMPL_clock_root_buffer="clkbuf_8"
export IMPL_slew_headroom=0.7869
export IMPL_power_density_cell_area_mw_per_mm2=1507
export IMPL_yosysMostFrequentCell="dfrtp_1"
export IMPL_syn_area_per_cell_um2=11.79
export IMPL_layout_cells_non_filler=95
export IMPL_final_setup_viol_count=0
export IMPL_ys_warnings_count=2
export IMPL_placed_cells_incl_taps=89
export IMPL_grt_setup_unrepaired="yes"
export IMPL_detailed_place_hpwl_um=580.7
export IMPL_post_route_worst_hold_slack_ns=0.2509
export IMPL_fillers=434
export IMPL_cts_sink_count=9
export IMPL_timing_final_hold_violations=0
export IMPL_critPathKind="input pin to flop"
export IMPL_synth_area_um2=365.4
export IMPL_post_synth_top_area_cell="dfrtp_1"
export IMPL_via_count=298
export IMPL_drive_gt1_frac=0.2553
export IMPL_synthesis_instances=31
export IMPL_numCtsBuffers=3
export IMPL_global_placer_s_final_weighted_congestion=0.7287
export IMPL_critical_path_peak_fanout=2
export IMPL_outcome="completed"
export IMPL_layout_area_overhead_vs_synth_pct=61.64
export IMPL_ys_seq_frac=0.6199
export IMPL_synthArstFlopShare=1.000
export IMPL_end_kind="flop"
export IMPL_antenna_violating_nets_post_route=0
export IMPL_reg2regPathDepth=2
export IMPL_log_warning_count=26
export IMPL_worstPathArrival_ns=1.26
export IMPL_power_leakage_nw=0.2623
export IMPL_ys_types=16
export IMPL_drc=0
export IMPL_power_w=0.0008902
export IMPL_grt_first_pass_wirelength_mm=1.504
export IMPL_ys_flops=9
export IMPL_max_cap_violations=0
export IMPL_fin_worst_skew_ns=0.0006514
export IMPL_tightest_slew_ns=0.3192
export IMPL_worst_setup_path_start_kind="input pin"
export IMPL_clock_fmax_mhz=914.0
export IMPL_fp_coreArea_mm2=0.003744
export IMPL_edf_count=0
export IMPL_place_port_buffers=7
export IMPL_clock_latency_ns=0.23
export IMPL_placement_rows=22
export IMPL_ir_drop_v=0.0007132
export IMPL_period_minus_slack_ns=1.094
export IMPL_cts_tree="done"
export IMPL_dieWidth_um=83
export IMPL_gr_usage_all_layers=0.02508
export IMPL_routed_wire_length_per_instance_um=8.484
export IMPL_dp_worst_setup_slack_ns=-0.2205
export IMPL_number_of_cells_in_the_yosys_synthesis_report=31
export IMPL_vert_die_dim_um=83
export IMPL_fp_util=0.09759
export IMPL_detailed_route_iter0_violations=8
==> timing repair <==
action                     4_1_cts  5_1_grt
setup endpoints to repair        2        2
gates resized                    2        3
setup buffers                    2        0
==> logic make-up after synthesis <==
logic type / Yosys count / synth area share
flops: 9 / 0.6199
compound gates: 8 / 0.1541
buf+inv: 4 / 0.04108
simple gates: 10 / 0.1849
==> cells in the final DEF, fill, tap and decap left out, types with 2 or more instances in the layout <==
master	Yosys	final
a21o_1	2	2
a21oi_1	2	2
buf_4	0	5
clkbuf_8	0	3
clkdlybuf4s50_1	0	5
dfrtp_1	8	8
dlygate4sd2_1	0	2
inv_1	4	4
nand2_1	2	2
nand3b_1	3	3
==> stage by stage <==
stage / util / area (um^2)
after floorplan: - / 365.4
after global placement: 0.1384 / 518.0
after detailed placement: 0.1384 / 518.0
after CTS: 0.1537 / 575.6
after global routing: 0.1578 / 590.6
final: 0.1578 / 590.6
==> layer usage <==
layer	global-route usage	vias to the layer above	share of wire
li1	-	142	-
met1	0.03790	146	0.53
met2	0.03073	10	0.39
met3	0.01378	0	0.073
met4	0.001538	0	0
met5	0	-	0
==> power by group <==
part	switching, W	internal, W
Clock	0.000124	0.000252
Combinational	0.0000425	0.0000943
Sequential	0.0000133	0.000364
Total	0.000180	0.000710
==> area by class of cell <==
class,count,area [um^2],share of cell area
well taps,48,60.06,0.1017
inverters,4,15.01,0.02542
multi-input cells,18,138.9,0.2352
clock buffers,4,45.04,0.07627
repair buffers,12,105.1,0.1780
flip-flops and latches,9,226.5,0.3835
==> worst max-delay path, cell delays in order <==
cell and delay, ns:
clkdlybuf4s50_1 0.42, or4b_4 0.54, nand3_2 0.08
==> path summary, 6_finish.rpt <==
path	end	from	slack (ns)
worst max-delay path	room_state.state[4]	W	0.006
worst min-delay path	room_state.state[7]	reset	0.25
worst max register to register	room_state.state[4]	room_state.state[4]	0.09
worst min register to register	room_state.state[0]	room_state.state[0]	0.46
max in group asynchronous	room_state.state[0]	reset	0.56
min in group clk0	room_state.state[0]	room_state.state[0]	0.46
==> flip-flops by register name, indices dropped and copies added, names as in the netlist <==
name / count
sword_state.state: 1
room_state.state: 8
Power and IR drop assume default switching activity.
